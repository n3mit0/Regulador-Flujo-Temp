==> /design/flow/design.v <==
`timescale 1ns / 1ps
module servo(
    input  wire clk,         
    output wire servo_out,
    output wire led
);
reg [18:0] counter = 0;
reg servo_reg = 0;
reg [15:0] control = 0;    
reg toggle = 1;
always @(posedge clk) begin
    counter <= counter + 1;
    if(counter == 19'd499999)
        counter <= 0;
    if(counter < (19'd25000 + control))
        servo_reg <= 1;
    else
        servo_reg <= 0;
    if(control == 16'd25000)
        toggle <= 0;
    if(control == 0)
        toggle <= 1;
    if(counter == 0) begin
        if(toggle == 0)
            control <= control - 16'd1000;
        else
            control <= control + 16'd1000;
    end
end
assign servo_out = servo_reg;
assign led = toggle;
endmodule
==> /design/flow/run.sh <==
#!/bin/bash
# OpenROAD 26Q1-2900-gdf79404cd8, Yosys 0.63+post, stock flow scripts
make -C /OpenROAD-flow-scripts/flow DESIGN_CONFIG=/design/flow/config.mk WORK_HOME=/design/flow/orfs finish
==> /design/flow/config.mk <==
export PLATFORM = sky130hd
export DESIGN_NAME = servo
export DESIGN_NICKNAME = servo
export VERILOG_FILES = /design/flow/design.v
export SDC_FILE = /design/flow/constraint.sdc
export NUM_CORES = 4
export LEC_CHECK = 1
export CORE_UTILIZATION = 40
==> /design/flow/constraint.sdc <==
current_design servo

set clk_period 6.2
set clk_io_pct 0.2

create_clock -name clk0 -period $clk_period [get_ports {clk}]

set non_clock_inputs [all_inputs -no_clocks]
set_input_delay [expr $clk_period * $clk_io_pct] -clock clk0 $non_clock_inputs
set_output_delay [expr $clk_period * $clk_io_pct] -clock clk0 [all_outputs]
==> results.sh <==
# flow metrics
export IMPL_design_die_area_sq_mm=0.00622
export IMPL_grt_start_max_net_pins=14
export IMPL_grt_pass1_wl_um=7890
export IMPL_setup_viol_count_final=0
export IMPL_rr_startpoint="toggle"
export IMPL_slew_violations=0
export IMPL_avgSynthCellArea_sq_um=9.20
export IMPL_post_synth_top_area_cell="sky130_fd_sc_hd__dfxtp_1"
export IMPL_crit_type="flop to flop"
export IMPL_area_delta_synth_final_pct=7.99
export IMPL_route_antenna_remaining_nets=0
export IMPL_ant_diodes=0
export IMPL_outcome="completed"
export IMPL_cts_htree_levels=2
export IMPL_async_flop_share=0
export IMPL_max_flop_register="counter"
export IMPL_relSlewSlack=0.420
export IMPL_dp_final_hpwl_um=3520
export IMPL_drive_gt1_frac=0.0414
export IMPL_ff2ff_setup_slack_ps=3590
export IMPL_crit_path_max_delay_cell_type="sky130_fd_sc_hd__dfxtp_1"
export IMPL_cp_buffers_inverters=1
export IMPL_remaining_design_rule_violation_count=0
export IMPL_route_vias_total=1863
export IMPL_worst_setup_path_start_kind="flop"
export IMPL_clock_fmax_ghz=0.383
export IMPL_synth_cells=257
export IMPL_setup_repair_after_global_routing_missed_its_margin="no"
export IMPL_totalWireLength_um=4610
export IMPL_ys_flops=34
export IMPL_worst_pin_slew_ps=862
export IMPL_synth_edff_count=13
export IMPL_first_global_vias=1684
export IMPL_maximum_clock_skew_at_final_layout_ps=4.11
export IMPL_worstHoldPathCells=1
export IMPL_critPathArrivalTime_ps=2640
export IMPL_boundaryPins=3
export IMPL_placement_rows=27
export IMPL_worst_skew_pair_late_latency_ps=280
export IMPL_synthesis_area_sq_mm=0.00236
export IMPL_leakagePower_nw=1.07
export IMPL_post_cts_setup_buffer_count=0
export IMPL_vdd_ir_drop_worst_mv=0.0702
export IMPL_holdCritPathClass="flop to flop"
export IMPL_gr_usage_all_layers=0.164
export IMPL_cts_path_max_buffers=2
export IMPL_die_width_um=78.9
export IMPL_yosys_area_sq_mm=0.00236
export IMPL_wl_per_cell_um=13.6
export IMPL_drt_first_pass_iters=4
export IMPL_dpl_instance_area_sq_mm=0.00247
export IMPL_crit_path_frequent_cell="sky130_fd_sc_hd__o21ai_0"
export IMPL_place_congestion=0.834
export IMPL_worstPathCellList="inv_1 -> fa_1 -> a211oi_1 -> o21ai_0 -> a31oi_1 -> o21ai_0 -> xor2_1"
export IMPL_synthDistinctLibCells=44
export IMPL_crit_family="AND-OR/OR-AND gates"
export IMPL_grt_remaining_overflow=0
export IMPL_crit_path_max_incr_delay_ps=520
export IMPL_cts_sinks=34
export IMPL_ys_flop_type="sky130_fd_sc_hd__dfxtp_1"
export IMPL_finalClockPeriodUsage=0.422
export IMPL_powerDensity_mw_per_mm2=149
export IMPL_grt_antenna_before_repair=0
export IMPL_die_height_um=78.9
export IMPL_cts_root_buffer="sky130_fd_sc_hd__clkbuf_8"
export IMPL_hold_bufs_inserted_after_cts=0
export IMPL_min_delay_start="counter[0]"
export IMPL_flip_flop_count_of_the_largest_register_after_layout=19
export IMPL_most_common_cell="sky130_fd_sc_hd__ha_1"
export IMPL_cts_resized=0
export IMPL_worst_r2r_endpoint="control[13]"
export IMPL_num_fill_cells=550
export IMPL_final_setup_tns_ps=0
export IMPL_synthTopCellsByCount="29 x sky130_fd_sc_hd__ha_1, 25 x sky130_fd_sc_hd__nor2_1, 21 x sky130_fd_sc_hd__dfxtp_1, 18 x sky130_fd_sc_hd__xor2_1, 17 x sky130_fd_sc_hd__o21ai_0"
export IMPL_worst_ep_required_time_ps=6220
export IMPL_fin_crit_ps=2610
export IMPL_buffers_on_ports=2
export IMPL_critical_path_max_fanout=8
export IMPL_biggestRegsByFlops="counter: 19 flops, control: 13 flops"
export IMPL_non_filler_cell_area_final_sq_mm=0.00255
export IMPL_end_kind="flop"
export IMPL_worst_setup_hold_path_clk_slew_ps=70
export IMPL_initial_core_util=0.421
export IMPL_tritoncts="built"
export IMPL_ys_cells=257
export IMPL_core_area_sq_mm=0.00561
export IMPL_tool_warnings=28
export IMPL_yosys_warnings=1
export IMPL_vias_per_cell=5.51
export IMPL_detailedRoute_firstIterationViolations=38
export IMPL_whs_endpoint="counter[0]"
export IMPL_cts_buffers=5
export IMPL_r2r_worst_path_cells=7
export IMPL_finalHoldViolations=0
export IMPL_synth_area_top_cells="sky130_fd_sc_hd__dfxtp_1 18%, sky130_fd_sc_hd__edfxtp_1 17%, sky130_fd_sc_hd__ha_1 15%, sky130_fd_sc_hd__xor2_1 6.7%, sky130_fd_sc_hd__xnor2_1 4.4%"
export IMPL_top_area_frac=0.178
export IMPL_ys_seq_frac=0.343
export IMPL_drv_max_cap_violation_count=0
[metrics by stage]
step                      cells  total power (W)  hold slack (ps)  setup slack (ps)  utilization
after floorplan             257         0.000235              441              3880            -
after global placement      331         0.000235              460              3680        0.441
after detailed placement    331         0.000235              463              3630        0.441
after CTS                   338         0.000388              478              3620        0.455
after global routing        338         0.000399              495              3320        0.455
final                       338         0.000381              480              3590        0.455
[layer usage]
layer	wire length [um]	vias up	track usage
li1	-	971	-
met1	2290	867	0.241
met2	2110	20	0.266
met3	166	5	0.0303
met4	44	0	0.0164
met5	0	-	0
[worst max-delay path by stage]
stage | depth (start not counted) | startpoint | slack [ps] | to
final | 7 | toggle | 3590 | control[13]
after global routing | 9 | control[3] | 3320 | servo_reg
after CTS | 7 | toggle | 3620 | control[13]
[logic make-up (layout without fill, tap and decap cells)]
kind of cell               count (synthesis)  count (layout)  share of synthesized area
muxes                                      1               1                    0.00424
DFF                                       34              34                      0.343
and+or+nand+nor                           96              96                      0.221
buffers and inverters                     11              20                     0.0175
AOI/OAI and AO/OA                         55              55                      0.141
adders and majority gates                 30              30                      0.162
xor gates and xnor gates                  30              30                      0.111
[placed cells by master, fill, tap and decap left out, types with 2 or more instances in the layout]
master                            Yosys  final
sky130_fd_sc_hd__nor4b_1              3      3
sky130_fd_sc_hd__xor2_1              18     18
sky130_fd_sc_hd__nand2b_1             3      3
sky130_fd_sc_hd__nor4_1               4      4
sky130_fd_sc_hd__ha_1                29     29
sky130_fd_sc_hd__nor2b_1              6      6
sky130_fd_sc_hd__nand3_1              8      8
sky130_fd_sc_hd__or4_1                2      2
sky130_fd_sc_hd__nor2_1              25     25
sky130_fd_sc_hd__dfxtp_1             21     21
sky130_fd_sc_hd__o21ai_0             17     17
sky130_fd_sc_hd__a211oi_1             3      3
sky130_fd_sc_hd__o21a_1               2      2
sky130_fd_sc_hd__a21oi_1             16     16
sky130_fd_sc_hd__edfxtp_1            13     13
sky130_fd_sc_hd__a21o_1               3      3
sky130_fd_sc_hd__inv_1               11     11
sky130_fd_sc_hd__nand4_1             13     13
sky130_fd_sc_hd__nand2_1             16     16
sky130_fd_sc_hd__a21boi_0             2      2
sky130_fd_sc_hd__nand3b_1             2      2
sky130_fd_sc_hd__clkdlybuf4s50_1      0      2
sky130_fd_sc_hd__clkbuf_8             0      5
sky130_fd_sc_hd__nor3_1               4      4
sky130_fd_sc_hd__a31oi_1              2      2
sky130_fd_sc_hd__and2_1               3      3
sky130_fd_sc_hd__xnor2_1             12     12
sky130_fd_sc_hd__clkinv_2             0      2
[report_power, final]
part	internal, W	leakage [nW]	switching, W
Sequential	0.000230	0.320	0
Clock	0.0000752	0.0438	0.0000758
Combinational	0	0.710	0
[layout make-up]
cell class / count / area (sq um) / area share
Clock buffer: 5 / 68.8 / 0.0270
Clock inverter: 2 / 10.0 / 0.00392
Inverter: 11 / 41.3 / 0.0162
Multi-Input combinational cell: 212 / 1510 / 0.592
Sequential cell: 34 / 811 / 0.318
Tap cell: 72 / 90.1 / 0.0353
Timing Repair Buffer: 2 / 20.0 / 0.00784
Power and IR drop assume default switching activity.
